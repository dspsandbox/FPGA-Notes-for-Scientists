--- design/flow/design.v ---
module stream_ctrl #(
    parameter DATA_WIDTH = 16
)(
    input clk,
    input resetn,
    input [31 : 0] samples,
    input trig, 
    input [DATA_WIDTH - 1 : 0] stream_i_tdata,
    input stream_i_tvalid,
    output stream_i_tready,
    output [DATA_WIDTH - 1 : 0] stream_o_tdata,
    output stream_o_tvalid,
    output stream_o_tlast,
    input stream_o_tready
);
    localparam [0:0] IDLE=0, RUNNING=1;
    reg state;
    reg [31 : 0] counter;
    reg trig_old;
    always @(posedge clk) begin
        if (resetn == 0) begin
            state <= IDLE;
            counter <= 0;
            trig_old <= 0;
        end else begin
            case(state)
                IDLE: begin
                    counter <= 0;
                    if((trig == 1) && (trig_old == 0)) begin
                        state <= RUNNING;
                    end
                end
                RUNNING: begin 
                    if((stream_i_tvalid == 1) && (stream_o_tready == 1)) begin
                        counter <= counter + 1;
                        if(counter == (samples - 1)) begin
                            state <= IDLE;
                        end
                    end
                end
            endcase
            trig_old <= trig;
        end
    end
    assign stream_o_tdata = stream_i_tdata;
    assign stream_o_tvalid = (state == RUNNING) ? stream_i_tvalid : 0;
    assign stream_i_tready = (state == RUNNING) ? stream_o_tready : 0;
    assign stream_o_tlast = ((state == RUNNING) && (counter == (samples - 1))) ? 1 : 0;
endmodule
--- design/flow/run.sh ---
#!/bin/bash
# OpenROAD 26Q1-2900-gdf79404cd8, Yosys 0.63+post, stock flow scripts
make -C /OpenROAD-flow-scripts/flow DESIGN_CONFIG=/design/flow/config.mk WORK_HOME=/design/flow/orfs finish
--- design/flow/config.mk ---
export PLATFORM = sky130hd
export DESIGN_NAME = stream_ctrl
export DESIGN_NICKNAME = stream_ctrl
export VERILOG_FILES = /design/flow/design.v
export SDC_FILE = /design/flow/constraint.sdc
export NUM_CORES = 4
export LEC_CHECK = 1
export CORE_UTILIZATION = 40
--- design/flow/constraint.sdc ---
current_design stream_ctrl

set clk_period 10.7
set clk_io_pct 0.2

create_clock -name clk0 -period $clk_period [get_ports {clk}]

set non_clock_inputs [all_inputs -no_clocks]
set_input_delay [expr $clk_period * $clk_io_pct] -clock clk0 $non_clock_inputs
set_output_delay [expr $clk_period * $clk_io_pct] -clock clk0 [all_outputs]
==> GITHUB_STEP_SUMMARY <==
## Synthesis and layout report

| Metric | Value |
|---|---|
| RSZ-0062 raised after global routing | false |
| CP Data Required Time | ~8.6 ns |
| Hold Slack | roughly 0.51 ns |
| Hold Crit Depth | 2 |
| Total power | 0.296 mW |
| Hold Path Class | register to register |
| Chip Height | approximately 87 um |
| Antenna Nets Post-Route | 0 |
| Syn Std Cell Area | about 2900 um^2 |
| Outcome | finished, final reports clean |
| YS warnings | 1 |
| Clk buf depth | 2 |
| Period utilization | a little under three quarters |
| Slew HR | between 40 and 50% |
| Highest Signal Layer | met4 |
| Htree depth | 2 |
| Cell count after synthesis | around 370 |
| Area post-placement | 3220 um^2 |
| First-pass GRT wire length | about 12 mm |
| DPL Wire Length | ~5.4 mm |
| Placer Congestion | around 0.98 |
| Net switching power | about 0.075 mW |
| Core ar. | between 6000 and 7000 um^2 |
| Die ar. | ~7500 um^2 |
| Skew final | about 0.0075 ns |
| DRT Wirelength | around 7.1 mm |
| Metal-1 WL | about 3.6 mm |
| CTS sink cnt | 34 |
| Vias in the first global route | about 2500 |
| Yosys simple share | 35.5% |
| Fraction of registers with async set/reset | 0% |
| R2r setup slk | between 8 and 9 ns |
| Crit Path Class | input port to output pin |
| Grt ovf | 0 |
| Fin area | approximately 3300 um^2 |
| Starting DRC count in detailed routing | between 80 and 90 |
| Final setup vio count | 0 |
| Ports | between 70 and 80 |
| # DRC | 0 |
| Sequential share of power | roughly 43% |
| Clock Power Share | between 40% and 50% |
| Router iterations before antenna repair | 4 |
| LEAKAGE | roughly 1 nW |
| Fin. Hold Viols | 0 |
| Reg2Reg Launch Point | counter[8] |
| Port Buffers | 39 |
| CP Data Arrival Time | around 5.6 ns |
| Prevailing post-synth register cell | dfxtp_1 |
| PwrDens | 89.1 nW/um^2 |
| Most frequent logic cells in the routed design | nor2_1, clkdlybuf4s50_1, xor2_1 |
| Post-synth EDFFs | 0 |
| Largest net degree at the start of global routing | 34 |
| Minimum clock period | 7.69 ns |
| WL met3 | about 350 um |
| Utilization after layout | slightly below 50% |
| CTS hold repair buffers | 0 |
| Late-Pin Clk Latency | ~0.29 ns |
| Measured slew at the worst slew-check pin | roughly 0.77 ns |
| Layout area overhead | 16.3% |
| Peak supply drop | ~0.074 mV |
| Post-CTS setup buffer count | 0 |
| PostCTS Resize Cnt | 0 |
| Min-delay src | counter[1] |
| Logic gate share of total power | 16.6% |
| Worst setup EP type | output pin |
| # Cells Yosys | 373 |
| Net Sw Frac | between 20% and 30% |
| FP Util | 41.8% |
| Reg-to-reg endpoint | state |
| Clock root cell | clkbuf_8 |
| Adder-cell share of the synthesized area | 0.875% |
| AND-OR/OR-AND Cells, Area Fraction | 13.4% |
| Die Wd | 86.5 um |
| Initial antenna violation count | 0 |
| MUX share of area | 0.700% |
| Met2 wire length | roughly 3.1 mm |
| Yosys reg bits | 34 |
| Yosys cell types | between 50 and 60 |
| TritonCTS buffer count | 5 |
| Hold Path End | counter[1] |
| Peak Freq | between 100 and 150 MHz |
| Std cell rows | 30 |
| CTS tree | built |
| All-layer global routing usage | ~21% |
| Vias | approximately 2700 |
| Yosys stat area | between 2000 and 3000 um^2 |
| Max-Cap Viols | 0 |
| Internal Power | between 0.2 and 0.25 mW |
| Post-Syn Area per Cell | roughly 7.7 um^2 |
| Most numerous logic cell after layout | nor2_1 |
| Post-synthesis sequential area ratio | 23.8% |
| Post-DR vias/cell | ~5.5 |
| Clk slew on worst S/H paths | ~0.080 ns |
| Setup TNS | 0 ns |
| Xor+xnor area frac | between 10% and 20% |
| Crit path max fanout | 7 |
| Synth logic family | simple AND/OR/NAND/NOR gates |
| WL per Instance | about 15 um |
| Worst R2R Path Depth | 7 |
| Share of layout cells above drive strength 1 | between 4 and 5% |
| Critical Path Start Type | input port |
| Tool warnings | 25 |
| ANT cells | 0 |
| Max Slew Vio Count | 0 |
[per-layer routing]
metal | vias to the layer above | global-route usage (%)
met5 | - | 0
met4 | 0 | 3.33
met3 | 9 | 3.09
met2 | 66 | 32.4
met1 | 1234 | 31.7
li1 | 1377 | -
[critical path, cell delays in order]
cell and delay, ns:
clkdlybuf4s50_1 0.54, nor4_2 0.71, nand3_1 0.36, or4_4 0.60, a2111oi_4 0.34, nand4_1 0.22
nor2_1 0.16, clkdlybuf4s50_1 0.47
[layout make-up]
class                           instances  area (um^2)
Clock buffer                            6         72.6
Multi-Input combinational cell        300         1980
Clock inverter                          2         37.5
Inverter                                9         33.8
Fill cell                             693         3510
Tap cell                               96          120
Timing Repair Buffer                   41          405
Sequential cell                        34          681
[cell usage after synthesis (2+ instances only)]
cell type	number	area, um^2
nand4b_1	3	26.3
inv_1	9	33.8
a31oi_1	5	31.3
dfxtp_1	34	681
nand2b_1	2	12.5
o22ai_1	2	12.5
or4_4	3	33.8
nor4b_1	3	26.3
and4b_1	2	20.0
nor3b_1	4	30.0
and4_1	4	35.0
o31a_1	3	26.3
nor3_1	13	65.1
nand3b_1	2	15.0
a2111oi_0	4	35.0
a21boi_0	2	15.0
nor4_1	12	75.1
or2_2	2	12.5
nor2b_1	2	12.5
nand4_1	17	106
nand2_1	27	101
a21o_1	2	15.0
or4_1	4	30.0
o2111ai_1	2	17.5
nand3_1	19	95.1
o211ai_1	3	22.5
xor2_1	36	315
and2_1	5	31.3
o21a_1	2	15.0
clkbuf_1	12	45.0
a21oi_1	8	40.0
xnor2_1	24	210
and3_1	6	37.5
or3_1	10	62.6
o21ai_0	10	50.1
ha_1	2	25.0
buf_4	16	120
buf_2	2	10.0
nor2_1	40	150
mux2i_1	2	20.0
[cells by family (layout without fill, tap and decap cells)]
logic type               count (synthesis)  count (layout)
AND/OR/NAND/NOR                        184             184
adder cells (fa/ha/maj)                  2               2
multiplexers                             2               2
XOR/XNOR                                60              60
flip-flops                              34              34
AND-OR/OR-AND                           52              52
buffers and inverters                   39              58
[power groups by stage]
stage | logic [mW] | clock network [mW] | registers [mW]
4_1_cts | 0.0494 | 0.122 | 0.128
5_1_grt | 0.0543 | 0.128 | 0.128
6_report | 0.0493 | 0.119 | 0.128
[how the worst max path moves through the flow]
| stage | slack, ns | cells after the start | from | end |
|---|---|---|---|---|
| 6_report | 3.01 | 8 | samples[6] | stream_o_tlast |
| 4_1_cts | 3.07 | 8 | samples[6] | stream_o_tlast |
| 5_1_grt | 2.82 | 8 | samples[6] | stream_o_tlast |
[registers in the layout, indices dropped and copies added, names as in the netlist]
signal / cells
counter: 32
state: 1
trig_old: 1
[stage by stage]
| stage | setup slack, ns | instances |
|---|---|---|
| finish | 3.01 | 488 |
| global route | 2.82 | 488 |
| CTS | 3.07 | 488 |
| detailed placement | 3.08 | 480 |
| global placement | 3.12 | 480 |
| floorplan | 4.33 | 373 |
Power and IR drop assume default switching activity.
