<file path="flow/run.sh">
#!/bin/bash
# OpenROAD 26Q1-2900-gdf79404cd8, Yosys 0.63+post, stock flow scripts
make -C /OpenROAD-flow-scripts/flow DESIGN_CONFIG=/design/flow/config.mk WORK_HOME=/design/flow/orfs finish
</file>
<file path="flow/design.v">
module stream_dec #(
    parameter DATA_WIDTH = 16
)(
    input clk,
    input resetn,
    input [31 : 0] dec,
    input [DATA_WIDTH - 1 : 0] stream_i_tdata,
    input stream_i_tvalid,
    output stream_i_tready,
    output [DATA_WIDTH - 1 : 0] stream_o_tdata,
    output stream_o_tvalid,
    input stream_o_tready
);
    reg [31 : 0] counter;
    always @(posedge clk) begin
        if(resetn == 0) begin
            counter <= 1;
        end else begin
            if(counter < dec) begin
                counter <= counter + 1;
            end else begin
                counter <= 1;
            end
        end
    end
    assign stream_o_tdata = stream_i_tdata;
    assign stream_o_tvalid = (counter == 1) ? stream_i_tvalid : 0;
    assign stream_i_tready = (counter == 1) ? stream_o_tready : 0;
endmodule
</file>
<file path="flow/config.mk">
export PLATFORM = sky130hd
export DESIGN_NAME = stream_dec
export DESIGN_NICKNAME = stream_dec
export VERILOG_FILES = /design/flow/design.v
export SDC_FILE = /design/flow/constraint.sdc
export NUM_CORES = 4
export LEC_CHECK = 1
export CORE_UTILIZATION = 40
</file>
<file path="flow/constraint.sdc">
current_design stream_dec

set clk_period 3.7
set clk_io_pct 0.2

create_clock -name clk0 -period $clk_period [get_ports {clk}]

set non_clock_inputs [all_inputs -no_clocks]
set_input_delay [expr $clk_period * $clk_io_pct] -clock clk0 $non_clock_inputs
set_output_delay [expr $clk_period * $clk_io_pct] -clock clk0 [all_outputs]
</file>
==> flow_summary_export.csv <==
group,metric,value,unit
detailed_routing,wl,5.09,mm
cts,cts.sinks,32,
final_timing,tightest_slew,663,ps
detailed_routing,ant_nets,0,
yosys,yosys_warnings,1,
final_timing,clock_skew,5.38,ps
final_timing,post-route-min-period,2960,ps
pwr,seq_power_share,47.5,%
final_timing,finalSetupTns,0,ps
placement,gp_congestion,0.779,
final_timing,fmaxAchievable,0.337,GHz
placement,place_ws,472,ps
cells_and_area,area_delta_synth_final,18.6,%
final_timing,finalCritPeriodShare,80.1,%
yosys,top_cell_area_share,26.0,%
global_route,grt_max_degree,33,
detailed_routing,vias,2048,
yosys,syn_inst,302,
detailed_routing,dr.pass1.iters,4,
critical_path,path_cells,"clkdlybuf4s50_1 -> inv_1 -> ha_1 -> a211oi_2 -> o22ai_1 -> a2111oi_0 -> o22ai_2 -> buf_12 -> or3_1",
detailed_routing,drc_errors,0,
critical_path,cp_slowest_cell,"a2111oi_0",
cts,clock.latency.late_pin,280,ps
final_timing,setup_ws,737,ps
detailed_routing,wl_per_cell,12.7,um
pwr,internal_power,0.579,mW
final_timing,rsz0062_at_grt,"false",
floorplan,io_pins,70,
yosys,largest_area_cell,"dfxtp_1",
floorplan,die_h,80.6,um
yosys,edf_count,0,
global_route,antenna_found_initial,0,
floorplan,core,0.00592,sq mm
global_route,grt_overflow,0,
yosys,postSynthAreaPerCell,8.17,sq um
placement,dp_hpwl,3.93,mm
pwr,p_leak,1.25,nW
cts,cts_setup_buffers,0,
yosys,ys.flop_type,"dfxtp_1",
critical_path,crit_fanout,32,
cts,clockBufferDepth,2,
cts,hold_buffers,0,
yosys,ys_chip_area,0.00247,sq mm
yosys,postSynthSeqShare,26.0,%
final_timing,slew_headroom,55.4,%
cells_and_area,layout-drive-gt1-share,7.36,%
yosys,syn-cell-area,0.00247,sq mm
yosys,topCellsByArea,"dfxtp_1 (26%), ha_1 (17%), nor3_1 (6.9%)",
job,warnings,26,
yosys,ys.flops,32,
cts,root_buffer,"clkbuf_8",
cts,cts_buffers,5,
final_timing,finalHoldViolCount,0,
placement,port_buffers,37,
pwr,ir_drop,0.000116,V
cts,cts_tree,"yes",
job,maxCapViolations,0,
final_timing,finalSetupViolCount,0,
global_route,grt_pass1_vias,1810,
pwr,p_total,0.752,mW
cells_and_area,reg.largest.list,"counter (32)",
worst_hold_path,hold_class,"reg2reg",
floorplan,initial_utilization,41.7,%
floorplan,die_x,80.6,um
cells_and_area,top_register,"counter",
final_timing,finalMaxSlewViolations,0,
floorplan,die_area,0.00649,sq mm
cells_and_area,largest_reg_flops,32,
pwr,pwr-share-clk,38.3,%
global_route,grt_pass1_wl,8.46,mm
critical_path,cp-end-kind,"flip-flop",
yosys,synth.distinct_cells,35,
pwr,pwr-share-comb,14.2,%
yosys,ys_cells,302,
floorplan,rows,28,
cts,cts-resized-gates,0,
critical_path,arrival,3120,ps
cells_and_area,fill_cells,566,
critical_path,slowest_delay,510,ps
detailed_routing,n_antenna_cell,0,
critical_path,required,3860,ps
global_route,track_usage,17.0,%
detailed_routing,first_iter_violations,69,
critical_path,startpoint_type,"primary input",
detailed_routing,via_per_inst,5.11,
critical_path,path_class,"in2reg",
cts,clk_pin_slew,60,ps
pwr,switching_share,23.1,%
status,outcome,"complete, no violations",
yosys,async_flop_share,0,%
pwr,switchingPower,0.174,mW
pwr,powerDensity,257,mW/mm^2
cts,cts_htree_levels,2,
-- cells in the mapped netlist (4+ instances only) --
cell      n
and4_1    4
buf_2     8
ha_1     33
nand4_1  16
nor3_1   34
xnor2_1   9
nand3_1   9
buf_4    16
o21ai_0   7
nor2_1    9
dfxtp_1  32
nor4_1    7
nand2_1  20
and3_1    4
xor2_1   19
inv_1    36
a21oi_1   9
-- worst paths after layout --
kind,start,end,slack [ps],cells after the start
setup / recovery,dec[13],counter[0],740,9
hold / removal,counter[0],counter[0],540,2
setup reg to reg,counter[13],counter[0],1260,7
hold reg to reg,counter[0],counter[0],540,2
-- cell usage in the layout (no fill, tap or decap), types with 9 or more instances in the layout --
cell type and n:
nand2_1 20, nand4_1 16, nand3_1 9, clkdlybuf4s50_1 37, nor2_1 9, ha_1 33, a21oi_1 9, xnor2_1 9
inv_1 36, dfxtp_1 32, xor2_1 19, nor3_1 34
-- cells by family after synthesis --
logic type / Yosys count / synth area share, %
AOI/OAI and AO/OA: 28 / 7.75
adders and majority gates: 33 / 16.7
DFF: 32 / 26.0
and+or+nand+nor: 121 / 27.7
xor gates and xnor gates: 28 / 9.93
buffers and inverters: 60 / 12.0
-- final cells by class --
cell class	instances	area, sq um	share of cell area, %
clock buffer	7	96.3	3.29
inverter	36	135	4.62
multi-input combinational	210	1550	52.9
sequential	32	641	21.9
tap	75	93.8	3.21
timing repair buffer	41	413	14.1
-- worst max-delay path: cells and delay by family --
kind | cells | cell delay (ps)
buf+inv | 3 | 690
simple gates | 1 | 300
compound gates | 4 | 1070
fa+ha+maj | 1 | 310
-- stage by stage --
| step | area (sq um) | cells | util (%) | hold slack, ps |
|---|---|---|---|---|
| 6_report | 2930 | 401 | 49.5 | 542 |
| 5_1_grt | 2930 | 401 | 49.5 | 591 |
| 4_1_cts | 2930 | 401 | 49.5 | 546 |
| 3_5_place_dp | 2830 | 394 | 47.8 | 533 |
| 3_3_place_gp | 2830 | 394 | 47.8 | 522 |
| 2_1_floorplan | 2470 | 302 | - | 491 |
-- per-layer routing --
metal	routed length [um]	GRT usage [%]	up-vias
met2	2300	27.5	49
met3	302	2.88	6
li1	-	-	1103
met1	2440	24.8	890
met5	0	0	-
met4	46	1.43	0
-- power groups by stage --
stage | Combinational, mW | Clock [mW] | Sequential, mW
after CTS | 0.109 | 0.296 | 0.358
after global routing | 0.122 | 0.313 | 0.358
final | 0.107 | 0.288 | 0.358
No activity file was given, so power comes from the tool's default toggle rates.
